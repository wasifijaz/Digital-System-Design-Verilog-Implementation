## flow/constraint.sdc

```tcl
current_design FIFO_Simple

set clk_period 6.0
set clk_io_pct 0.2

create_clock -name clk0 -period $clk_period [get_ports {clk}]

set non_clock_inputs [all_inputs -no_clocks]
set_input_delay [expr $clk_period * $clk_io_pct] -clock clk0 $non_clock_inputs
set_output_delay [expr $clk_period * $clk_io_pct] -clock clk0 [all_outputs]
```

## flow/run.sh

```bash
#!/bin/bash
# OpenROAD 26Q1-2900-gdf79404cd8, Yosys 0.63+post, stock flow scripts
make -C /OpenROAD-flow-scripts/flow DESIGN_CONFIG=/design/flow/config.mk WORK_HOME=/design/flow/orfs finish
```

## flow/design.v

```verilog
`timescale 1ns / 1ps
module FIFO_Simple(clk,reset,din,read,write,dout,empty,full); 
	input clk; 
	input reset; 
	input [15:0]din;	
	input read; 
	input write; 
	output [15:0]dout; 
	output empty; 	    
	output full;	    
	parameter DEPTH=3, MAX_COUNT=3'b111;	  
	reg [15:0]dout; 
	reg empty; 
	reg full; 
	reg [(DEPTH-1):0]tail;	 	 
	reg [(DEPTH-1):0]head;	 
	reg [(DEPTH-1):0]count;	 
	reg [15:0]fifo_mem[0:MAX_COUNT];  
	reg sr_read_write_empty;			
	always @(posedge clk) 
		begin 
			if(reset==1) 															 
				sr_read_write_empty <= 0; 
			else if(read==1 && empty==1 && write==1)	 
				sr_read_write_empty <= 1; 
			else 
				sr_read_write_empty <= 0; 
		end 
	always @(posedge clk) 
		begin 
			if(reset==1) 
				count <= 3'b000;		 
			else 
				begin 
					case({read,write}) 
						2'b00:	
							count <= count;				 
						2'b01:
							if(count!=MAX_COUNT)			 
								count <= count+1; 
						2'b10:	
							if(count!=3'b000)				 
								count <= count-1;							 
						2'b11:	
							if(sr_read_write_empty==1)	 
								count <= count+1; 
							else 
								count <= count; 
						default: 
							count <= count; 
					endcase 
				end 
		end 
	always @(count) 
		begin 
			if(count==3'b000) 
				empty <= 1; 
			else 
				empty <= 0; 
		end 
	always @(count) 
		begin 
			if(count==MAX_COUNT) 
				full <= 1; 
			else 
				full <= 0; 
		end 
	always @(posedge clk) 
		begin 
			if(reset==1) 
				head <= 3'b000;	 
			else 
				begin 
					if(write==1 && full==0)	 
						head <= head+1; 
				end 
		end 
		always @(posedge clk) 
			begin 
				if(reset==1) 
					tail <= 3'b000;	 
				else 
					begin 
						if(read==1 && empty==0)	 
							tail <= tail+1; 
					end 
			end 
	always @(posedge clk) 
		begin 
			if(write==1 && full==0) 
				fifo_mem[head] <= din; 
			else									 
				fifo_mem[head] <= fifo_mem[head]; 
		end 
	always @(posedge clk) 
		begin 
			if(reset==1)						 
				dout <= 16'h0000; 
			else if(read==1 && empty==0)	 
				dout <= fifo_mem[tail]; 
			else 
				dout <= dout;  
		end 
endmodule
```

## flow/config.mk

```make
export PLATFORM = sky130hd
export DESIGN_NAME = FIFO_Simple
export DESIGN_NICKNAME = FIFO_Simple
export VERILOG_FILES = /design/flow/design.v
export SDC_FILE = /design/flow/constraint.sdc
export NUM_CORES = 4
export LEC_CHECK = 1
export CORE_UTILIZATION = 50
```

==> results.cfg <==
; generated from flow reports
[clock_tree]
cts_setup_buffers = 0
cts_resized = 0
h-tree-depth = 4
clk_pin_slew_ns = 0.06
cts_made_buffers = 17
cts_hold_buf = 0
cts-root-buf = clkbuf_16
clock_latency_ns = 0.41
cts_buffer_depth = 2
cts_sinks = 154
tritoncts = done

[place]
gp_congestion = 0.749
dp_hpwl_microns = 6610
port_buffers = 37
pre_cts_ws_ns = 2.56

[floorplanning]
die_x_microns = 111
floorplanUtilization_pct = 51.6
io_pins = 38
num_rows = 39
dieHeight_microns = 111
core-area_sq_mm = 0.0115
dieArea_sq_mm = 0.0123

[cells_and_area]
layout-drive-gt1-share_pct = 11.2
regArea_sq_mm = 0.00437
final_common_cell = edfxtp_1
syn2layout_area_growth_pct = 18.5
final_layout_top_logic_cells = 128 x edfxtp_1, 65 x mux2i_1, 37 x clkdlybuf4s50_1, 32 x a22oi_1, 25 x dfxtp_1
fill_cells = 839
mi_logic_area_sq_mm = 0.00143

[yosys]
ys_sh_simple_pct = 4.06
ys_sh_mux_pct = 11.0
ys_chip_area_sq_mm = 0.00592
synth_area_sq_mm = 0.00592
ys_seq_share_pct = 73.7
ys_ff = 154
synth-xor-area-share_pct = 0.740
yosysWarningCount = 1
yosysUniqueCellTypes = 35
ys_sh_adder_pct = 0.761
avgSynthCellArea_sq_um = 17.2
yosys.area_share.aoi_pct = 7.46
top_logic_kind = multiplexers
ys_cells = 345
syn_inst = 345

[pwr]
p_leak_uw = 0.00228
vdd_ir_drop_max_v = 0.000226
p_per_area_mw_per_mm2 = 362

[global_routing]
grt-ovfl-total = 0
grt_max_degree = 44
grt_pass1_vias = 3244
antenna_found_initial = 0
grt_pass1_wl_microns = 17600
grt_usage_pct = 21.0

[hold_path]
hp-class = flip-flop to flip-flop

[routing]
diodes = 0
drcViolationCount = 0
dr_total_vias = 3144
wl_per_cell_microns = 20.4
ant_nets = 0
via_per_inst = 5.69
routed_wl_microns = 11300
drt_iter0_drc = 169
drt_pass1_iterations = 4

[final_timing]
tightestPinTransition_ns = 0.829
fmax_ghz = 0.329
final.min_clock_period_ns = 3.04
slew_headroom_pct = 44.6
slew_viol_final = 0
rsz0062_at_grt = no
finalSetupViolCount = 0
worst_slack_ns = 2.96
fin_crit_sh_pct = 50.6
tns_ns = 0
hold_viol = 0
skew_ns = 0.00471

[worst_setup_path]
end_kind = flip-flop
cp-start-kind = input port
cp_max_fo = 10
cp_cell_sequence = clkdlybuf4s50_1, nand2_1, or2_2, nor2_1, buf_4
crit_type = input port to flip-flop
critPathArrivalTime_ns = 3.15
path_buffers = 2
critPathTopFamily = simple AND/OR/NAND/NOR gates
crit_required_ns = 6.11
slowest_stage = clkdlybuf4s50_1
max_stage_delay_ns = 0.65

[flow_run]
drv_cap = 0
tool_warnings = 25

[status]
status = complete, no violations
[power by group]
part,switching [uW],internal (uW)
logic,150,168
clock network,371,599
registers,46.0,1210
total,568,1970
[cells by family (layout without fill, tap and decap cells)]
family | after synthesis | after routing
xor gates and xnor gates | 5 | 5
adders and majority gates | 3 | 3
DFF | 154 | 154
buffers and inverters | 22 | 87
muxes | 65 | 65
and+or+nand+nor | 42 | 42
AOI/OAI and AO/OA | 54 | 54
[cell type report]
class,count,area share (%)
clock buffers,27,7.03
clock inverters,5,0.660
inverters,3,0.161
multi-input cells,169,20.4
flip-flops and latches,154,62.3
well taps,143,2.55
repair buffers,52,6.89
[worst register-to-register path, cell delays in order, from the launching register on]
cell and delay (ns):
dfxtp_1 0.37, nand3_1 0.21, nand2_1 0.12, or2_2 0.36, nor2_1 0.48, buf_4 0.32
[path summary, 6_finish.rpt]
kind	cells after the start	to	slack, ns	start
setup / recovery	5	fifo_mem[6][9]	2.96	write
hold / removal	1	dout[8]	0.47	dout[8]
setup reg to reg	5	fifo_mem[6][9]	3.84	count[1]
hold reg to reg	1	dout[8]	0.47	dout[8]
[flip-flops by register name, summed over array words and instances (netlist names)]
name	flops
fifo_mem	128
dout	16
count	3
head	3
tail	3
sr_read_write_empty	1
[through the flow]
| step | util, % | power, uW | std cells | area (sq um) | hold WS (ns) |
|---|---|---|---|---|---|
| 2_1_floorplan | - | 1480 | 345 | 5920 | 0.419 |
| 3_3_place_gp | 56.4 | 1590 | 521 | 6470 | 0.451 |
| 3_5_place_dp | 56.4 | 1600 | 521 | 6470 | 0.458 |
| 4_1_cts | 61.1 | 2570 | 553 | 7010 | 0.472 |
| 5_1_grt | 61.1 | 2640 | 553 | 7010 | 0.494 |
| 6_report | 61.1 | 2540 | 553 | 7010 | 0.466 |
[layer usage]
metal	share of wire (%)	global-route usage (%)
met5	0	0
met4	1.4	2.67
met3	7.4	7.86
met2	45	29.8
met1	46	36.5
[cells in the mapped netlist]
master      n  area [sq um]
a32o_1     16           160
o31a_2      1          10.0
and2_1      1          6.26
and4b_1     1          10.0
fa_1        1          20.0
or2_2       1          6.26
nor4_1      1          6.26
and4b_4     1          13.8
nand2_1     5          18.8
nor2_2      1          6.26
dfxtp_1    26           521
a21oi_1     3          15.0
a211oi_1    1          7.51
nand3_1     4          20.0
xnor2_1     2          17.5
clkbuf_2    3          15.0
nor3b_2     1          12.5
nor3_1      3          15.0
ha_1        2          25.0
and3b_1     1          8.76
a31o_1      1          8.76
inv_1       3          11.3
clkbuf_1    1          3.75
a22oi_1    32           240
edfxtp_1  128          3840
nor4_4      1          21.3
nor2_1     15          56.3
mux2i_1    65           651
nor2b_1     2          12.5
buf_2       7          35.0
buf_6       2          22.5
xor2_1      3          26.3
buf_4       6          45.0
nand2b_1    3          18.8
or2b_1      1          7.51
Power and IR drop assume default switching activity.
