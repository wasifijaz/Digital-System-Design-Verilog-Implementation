## design/flow/design.v

```verilog
`timescale 1ns / 1ps
module Task(OUT, CLK, RST, WRN, REN, IN, LIFO, FIFO);
  output reg [7:0] OUT;    
  input [7:0] IN;
  input CLK, RST, WRN, REN;  
  input LIFO, FIFO;
  wire FULL, EMPTY;
  wire FIFO_FULL, FIFO_EMPTY;
  reg [3:0] ptr;  
  reg [2:0] wptr, rptr;
  reg [7:0] memory [7:0];  
  assign FULL = (ptr == 4'b1000) ? 1 : 0;
  assign EMPTY = (ptr == 4'b0000) ? 1 : 0;
  assign FIFO_FULL = ( (wptr == 3'b111) & (rptr == 3'b000) ? 1 : 0 );
  assign FIFO_EMPTY = (wptr == rptr) ? 1 : 0;
  always @(posedge CLK)
  begin  
    if (RST)
      begin
        memory[0] <= 0;
		  memory[1] <= 0;
		  memory[2] <= 0;
		  memory[3] <= 0;
        memory[4] <= 0;
		  memory[5] <= 0;
		  memory[6] <= 0;
		  memory[7] <= 0;
        OUT <= 0;
		  ptr <= 1;
		  wptr <= 0;
		  rptr <= 0;
      end
    else if (LIFO)
			begin
			 if (WRN & !FULL)
				begin
				  memory[ptr] <= IN;
				  ptr <= ptr + 1;
				end
			 else if (REN & !EMPTY)
				begin
				  ptr <= ptr - 1;
				  OUT <= memory[ptr];
				end
			end
	else if (FIFO)
			begin			
				if (WRN & !FIFO_FULL)
				begin
				  memory[wptr] <= IN;
				  wptr <= wptr + 1;
				end
			 else if (REN & !FIFO_EMPTY)
				begin
				  OUT <= memory[rptr];
				  rptr <= rptr + 1;
				end			
			end
  end
endmodule
```

## design/flow/run.sh

```bash
#!/bin/bash
# OpenROAD 26Q1-2900-gdf79404cd8, Yosys 0.63+post, stock flow scripts
make -C /OpenROAD-flow-scripts/flow DESIGN_CONFIG=/design/flow/config.mk WORK_HOME=/design/flow/orfs finish
```

## design/flow/config.mk

```make
export PLATFORM = sky130hd
export DESIGN_NAME = Task
export DESIGN_NICKNAME = Task
export VERILOG_FILES = /design/flow/design.v
export SDC_FILE = /design/flow/constraint.sdc
export NUM_CORES = 4
export LEC_CHECK = 1
export CORE_UTILIZATION = 50
```

## design/flow/constraint.sdc

```tcl
current_design Task

set clk_period 4.3
set clk_io_pct 0.2

create_clock -name clk0 -period $clk_period [get_ports {CLK}]

set non_clock_inputs [all_inputs -no_clocks]
set_input_delay [expr $clk_period * $clk_io_pct] -clock clk0 $non_clock_inputs
set_output_delay [expr $clk_period * $clk_io_pct] -clock clk0 [all_outputs]
```

==> qor.csv <==
stage,metric,value,unit
synthesis,ys_seq_share,0.504,
cells_and_area,logic_area,0.00206,sq mm
critical_path,crit_arrival,3490,ps
detailed_routing,diodes,0,
floorplan,row_count,34,
sta,finalSetupViolCount,0,
synthesis,numSynthFlops,82,
power,p_leak,1.75,nW
grt,grt_pass1_vias,3258,
detailed_routing,vias_per_cell,6.01,
clock_tree,cts_root_buf,clkbuf_8,
clock_tree,clk_pin_slew,90,ps
critical_path,path_class,primary input to register,
clock_tree,htreeDepth,3,
clock_tree,clockBufferDepth,2,
clock_tree,cts_tree,done,
placement,dp_cells,549,
cells_and_area,stdcell_count,565,
grt,grt_overflow,0,
sta,min_period,3240,ps
critical_path,worstPathMaxFanout,16,
sta,finalCritPeriodShare,0.754,
sta,clock_skew,15.1,ps
cells_and_area,post_route_cells_drive_above_1_share,0.0985,
sta,max_freq,309,MHz
grt,grt_max_degree,43,
synthesis,ys_cells,441,
cells_and_area,ff_latch_area,0.00228,sq mm
floorplan,die_y,97.2,um
sta,slew_headroom,0.431,
synthesis,ff_type,edfxtp_1,
critical_path,crit_required,4550,ps
outcome,status,completed,
synthesis,synthCells,441,
synthesis,synthesis.area,0.00453,sq mm
sta,slew_violations,0,
detailed_routing,drt_iter0_markers,206,
clock_tree,cts_resized,0,
run,openroad.warnings,26,
placement,place_hpwl,8270,um
min_path,min_path_cells,1,
cells_and_area,syn2layout_area_growth,8.98,%
critical_path,end_kind,register,
clock_tree,cts_hold_buf,0,
sta,tightest_slew,829,ps
run,maxCapViolCount,0,
critical_path,reg2reg_slack,1620,ps
critical_path,r2r.worst_path.cells,8,
min_path,min_path_type,register to register,
grt,grt_antenna_before_repair,0,
sta,rsz0062_at_grt,false,
synthesis,synth-edff-count,64,
critical_path,start_kind,primary input,
detailed_routing,drt-wirelength-per-cell,20.9,um
clock_tree,clkLatencyLatePin,370,ps
cells_and_area,lay_top_cells,"edfxtp_1, nand2_1, nor2_1",
grt,grt_pass1_wl,18900,um
synthesis,yosys_area,0.00453,sq mm
floorplan,chipArea,0.00944,sq mm
grt,grt_use_total,0.278,
synthesis,yosysWarnings,1,
detailed_routing,via_count,3393,
synthesis,async_flop_share,0,
floorplan,fp.dieW,97.2,um
detailed_routing,postRouteAntennaNets,0,
detailed_routing,wirelength,11800,um
clock_tree,cts_sinks,82,
cells_and_area,layout.cells.most_common,edfxtp_1,
cells_and_area,fillerInstances,775,
placement,gp_congestion,0.933,
power,vdd_ir_drop_max,227,uV
placement,io_buffer_count,21,
clock_tree,cts_buffers,9,
power,power_density,376,mW/mm^2
synthesis,ys_types,54,
clock_tree,cts_setup_buffers,0,
detailed_routing,drc,0,
sta,finalSetupTns,0,ps
detailed_routing,dr.pass1.iters,5,
floorplan,coreArea,0.00876,sq mm
floorplan,initial_core_util,0.517,
floorplan,ios,22,
synthesis,syn_area_per_cell,10.3,sq um
sta,hold_viol,0,
-- stage by stage --
step                area (sq um)   util  hold slack [ps]  power [mW]  worst slack (ps)
floorplan                   4530      -              410        1.20              1860
global placement            4740  0.540              446        1.30               780
detailed placement          4740  0.540              452        1.30               784
CTS                         4940  0.563              476        1.86              1150
global route                4940  0.563              490        1.93               992
finish                      4940  0.563              475        1.86              1060
-- critical path, cell delays in order --
cell and delay, ps:
clkdlybuf4s50_1 930, nand2b_1 620, o22ai_1 500, o21ai_0 220, o22ai_1 260, o2bb2ai_1 80
-- worst paths after layout --
| kind | from | end |
|---|---|---|
| setup / recovery | LIFO | OUT[4]$_SDFFE_PP0P_ |
| hold / removal | OUT[6]$_SDFFE_PP0P_ | OUT[6]$_SDFFE_PP0P_ |
| setup reg to reg | rptr[0]$_SDFFE_PP0P_ | memory[1][1]$_SDFFCE_PN0P_ |
| hold reg to reg | OUT[6]$_SDFFE_PP0P_ | OUT[6]$_SDFFE_PP0P_ |
-- state kept, by name, indices dropped and copies added, names as in the netlist --
register / flops
wptr: 3
rptr: 3
memory: 64
OUT: 8
ptr: 4
-- logic make-up (layout without fill, tap and decap cells) --
family | after synthesis | after routing | share of synthesized area
multiplexers | 9 | 9 | 0.0240
XOR/XNOR | 9 | 9 | 0.0174
adder cells (fa/ha/maj) | 7 | 7 | 0.0210
buffers and inverters | 31 | 47 | 0.0423
flip-flops | 82 | 82 | 0.504
AND-OR/OR-AND | 98 | 98 | 0.159
AND/OR/NAND/NOR | 205 | 205 | 0.232
-- where the power goes --
group / total [mW] / internal, mW / switching (mW) / leakage, nW
logic: 0.342 / 0.129 / 0.212 / 0.841
registers: 0.946 / 0.904 / 0.0417 / 0.811
clock network: 0.567 / 0.232 / 0.335 / 0.103
-- synth_stat cells (all sizes together), types with 2 or more instances --
library cell | count | area [sq um]
nand4 | 2 | 18.8
o2bb2ai | 8 | 70.1
nand2 | 58 | 228
edfxtp | 64 | 1920
nand3 | 4 | 25.0
nor3 | 2 | 10.0
o22a | 2 | 26.3
a21o | 2 | 15.0
a22oi | 3 | 37.5
nand2b | 18 | 113
dfxtp | 18 | 360
nor2 | 55 | 216
inv | 6 | 22.5
a21oi | 18 | 90.1
xor2 | 5 | 43.8
xnor2 | 4 | 35.0
ha | 6 | 75.1
and2b | 4 | 30.0
nor2b | 30 | 190
a221oi | 16 | 140
buf | 20 | 150
o22ai | 25 | 156
mux2 | 2 | 26.3
mux2i | 7 | 82.6
and2 | 25 | 156
clkbuf | 5 | 18.8
o21ai | 17 | 85.1
-- metal layers --
layer  GRT usage  share of wire  vias up
li1            -              -     1610
met1       0.458           0.44     1617
met2       0.401           0.44      156
met3      0.0886           0.10       10
met4      0.0287         0.0091        0
met5      0.0440              0        -
-- layout make-up --
cell class,instances,area share
multi-input combinational,328,0.416
sequential,82,0.462
timing repair buffer,25,0.0487
tap,108,0.0274
clock buffer,9,0.0251
inverter,6,0.00456
clock inverter,7,0.0155
Power and IR drop assume default switching activity.
