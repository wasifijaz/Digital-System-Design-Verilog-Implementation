$ cat design/flow/design.v
`timescale 1ns / 1ps
`timescale 1ns / 1ns
module CSA16ins(a, b, cin, sum, cout);
input [15:0] a,b;
input cin;
output [15:0] sum;
output cout;
wire [2:0] c;
ripple_carry_4_bit rca1(
.a(a[3:0]),
.b(b[3:0]),
.cin(cin),
.sum(sum[3:0]),
.cout(c[0]));
carry_select_adder_4bit_slice csa_slice1(
.a(a[7:4]),
.b(b[7:4]),
.cin(c[0]),
.sum(sum[7:4]),
.cout(c[1]));
carry_select_adder_4bit_slice csa_slice2(
.a(a[11:8]),
.b(b[11:8]),
.cin(c[1]),
.sum(sum[11:8]), 
.cout(c[2]));
carry_select_adder_4bit_slice csa_slice3(
.a(a[15:12]),
.b(b[15:12]),
.cin(c[2]),
.sum(sum[15:12]),
.cout(cout));
endmodule
module carry_select_adder_4bit_slice(a, b, cin, sum, cout);
input [3:0] a,b;
input cin;
output [3:0] sum;
output cout;
wire [3:0] s0,s1;
wire c0,c1;
ripple_carry_4_bit rca1(
.a(a[3:0]),
.b(b[3:0]),
.cin(1'b0),
.sum(s0[3:0]),
.cout(c0));
ripple_carry_4_bit rca2(
.a(a[3:0]),
.b(b[3:0]),
.cin(1'b1),
.sum(s1[3:0]),
.cout(c1));
mux2X1 #(4) ms0(
.in0(s0[3:0]),
.in1(s1[3:0]),
.sel(cin),
.out(sum[3:0]));
mux2X1 #(1) mc0(
.in0(c0),
.in1(c1),
.sel(cin),
.out(cout));
endmodule
module mux2X1( in0,in1,sel,out);
parameter width=16; 
input [width-1:0] in0,in1;
input sel;
output [width-1:0] out;
assign out=(sel)?in1:in0;
endmodule
module ripple_carry_4_bit(a, b, cin, sum, cout);
input [3:0] a,b;
input cin;
output [3:0] sum;
output cout;
wire c1,c2,c3;
full_adder fa0(
.a(a[0]),
.b(b[0]),
.cin(cin),
.sum(sum[0]),
.cout(c1));
full_adder fa1(
.a(a[1]),
.b(b[1]),
.cin(c1),
.sum(sum[1]),
.cout(c2));
full_adder fa2(
.a(a[2]),
.b(b[2]),
.cin(c2),
.sum(sum[2]),
.cout(c3));
full_adder fa3(
.a(a[3]),
.b(b[3]),
.cin(c3),
.sum(sum[3]),
.cout(cout));
endmodule
module full_adder(a,b,cin,sum, cout);
input a,b,cin;
output sum, cout;
wire x,y,z;
half_adder h1(.a(a), .b(b), .sum(x), .cout(y));
half_adder h2(.a(x), .b(cin), .sum(sum), .cout(z));
or or_1(cout,z,y);
endmodule
module half_adder( a,b, sum, cout );
input a,b;
output sum, cout;
xor xor_1 (sum,a,b);
and and_1 (cout,a,b);
endmodule
$ cat design/flow/run.sh
#!/bin/bash
# OpenROAD 26Q1-2900-gdf79404cd8, Yosys 0.63+post, stock flow scripts
make -C /OpenROAD-flow-scripts/flow DESIGN_CONFIG=/design/flow/config.mk WORK_HOME=/design/flow/orfs finish
$ cat design/flow/config.mk
export PLATFORM = sky130hd
export DESIGN_NAME = CSA16ins
export DESIGN_NICKNAME = CSA16ins
export VERILOG_FILES = /design/flow/design.v
export SDC_FILE = /design/flow/constraint.sdc
export NUM_CORES = 4
export LEC_CHECK = 1
export CORE_AREA = 10 10 70 70
export DIE_AREA = 0 0 80 80
$ cat design/flow/constraint.sdc
current_design CSA16ins

set clk_period 9.7
set clk_io_pct 0.2

create_clock -name clk0 -period $clk_period

set non_clock_inputs [all_inputs -no_clocks]
set_input_delay [expr $clk_period * $clk_io_pct] -clock clk0 $non_clock_inputs
set_output_delay [expr $clk_period * $clk_io_pct] -clock clk0 [all_outputs]
==> out/qor.yml <==
route:
  vias: 479
  ant_nets: 0
  routed_wl_um: 1710
  dr_wl_met3_um: 665
  drcViolationCount: 0
  avgViaCountPerCell: 3.45
  wire_per_inst_um: 12.3
  routed-wl-met2_um: 458
  wl_met1_um: 583
  dr.pass1.iters: 4
  top_layer: "met3"
  drt_iter0_markers: 5
  antennaDiodeCount: 0
worst_setup_path:
  slowest_delay_ns: 0.42
  worstSetupEndpointType: "output pin"
  worstPathMaxFanout: 2
  arrival_ns: 7.57
  crit_top_cell: "fa_2"
  path_cells: "clkdlybuf4s15_1 > fa_2 > fa_2 > fa_2 > fa_2 > nor2_2 > a21oi_2 > fa_2 > fa_2 > fa_2 > mux2i_2 > fa_2 > fa_2 > fa_2 > mux2i_2 > fa_2 > fa_2 > inv_2 > fa_2 > inv_1 > buf_2"
  critical_path_class: "input pin to output pin"
  critPathSlowestCell: "fa_2"
  cp-start-kind: "input pin"
  cp.required_ns: 7.76
final_layout:
  nFillCells: 358
  layout-drive-gt1-share_pct: 26.9
  area_delta_synth_final_pct: 125
  clock_buffers: 0
  regArea_um2: 0
  flops: 0
grt:
  grt_max_degree: 3
  antenna_found_initial: 0
  globalRouteOverflowTotal: 0
  grt_use_total_pct: 5.26
  grt_first_pass_wirelength_um: 2640
  grt_pass1_vias: 576
placed_design:
  globalplace.congestion: 0.826
  portBuffers: 50
  dp_hpwl_um: 1590
synthesis:
  synth-warning-count: 0
  ys_types: 8
  ys_chip_area_um2: 469
  ys_cells: 43
  syn_inst: 43
  netlist_area_um2: 469
  ys_seq_share_pct: 0
  synthTopCellsByCount: "13 x fa_1, 13 x inv_1, 6 x ha_1"
  synth_top_area_share_pct: 55.5
  synth.area.top_cells: "fa_1 55%, ha_1 16%, inv_1 10%, buf_4 6.4%, xor2_1 5.6%"
  top_area_cell: "fa_1"
  synth.avg_cell_area_um2: 10.9
floorplanning:
  die_h_um: 80
  fp_util_pct: 13.7
  coreArea_mm2: 0.00342
  io_pins: 50
  die_area_mm2: 0.00640
  rows: 21
  die_w_um: 80
final_timing:
  rsz0062_at_grt: "no"
  final.setup.tns_ns: 0
  slew_violations: 0
  final-setup-viol-count: 0
  worst_pin_slew_ns: 0.190
  clock.fmax_mhz: 105
  maxSlewHeadroom_pct: 87.1
  finalCritPeriodShare_pct: 98.1
  post-route-min-period_ns: 9.51
  hold_viol_final: 0
power_and_ir_drop:
  p_total_uw: 63.5
  p_leak_uw: 0.000439
  pwr_density_cell_mw_per_mm2: 60.2
  vdd_drop_max_mv: 0.0267
hold_path:
  hp-start: "b[0]"
  whs_path_depth: 3
  hold_path_end: "sum[0]"
  hp-class: "input pin to output pin"
clock_tree:
  holdBufCountCts: 0
status:
  status: "completed"
run:
  warnings: 35
  max_cap_violations: 0
worst max-delay path by stage:
stage / from / end
final: a[0] / sum[15]
after global routing: a[0] / sum[15]
after CTS: a[0] / sum[15]
through the flow:
step	utilization [%]	instances	hold WS, ns	setup slack, ns	area (um2)
global route	30.9	139	4.65	0.0162	1060
finish	30.9	139	4.61	0.189	1060
CTS	30.7	138	4.62	0.00522	1050
global placement	29.9	138	4.94	-0.750	1020
detailed placement	29.9	138	4.95	-0.802	1020
floorplan	-	43	3.99	0.228	469
kinds of logic after synthesis:
| group | synth area share (%) |
|---|---|
| and+or+nand+nor | 0.799 |
| adders and majority gates | 71.5 |
| AOI/OAI and AO/OA | 1.07 |
| buffers and inverters | 16.8 |
| xor gates and xnor gates | 5.60 |
| muxes | 4.27 |
final cells by class:
type	count	area (um2)	area share, %
Timing Repair Buffer	54	513	48.6
Tap cell	46	57.6	5.45
Inverter	13	48.8	4.62
Multi-Input combinational cell	26	437	41.4
power by group:
part	switching [uW]	total (uW)	internal, uW
clock	0	0	0
sequential	0	0	0
combinational	18.4	63.5	45.1
total	18.4	63.5	45.1
critical path, delay by kind of cell:
kind / cells / cell delay (ns)
buffers and inverters: 4 / 0.39
AND/OR/NAND/NOR: 1 / 0.11
adder cells (fa/ha/maj): 13 / 4.73
multiplexers: 2 / 0.33
AND-OR/OR-AND: 1 / 0.05
cell usage in the layout, fill, tap and decap left out:
cell             synthesis  routed
clkdlybuf4s15_1          0       1
fa_2                     0      13
a21oi_2                  0       1
buf_4                    4       4
mux2i_2                  0       2
inv_1                   13      12
nor2_2                   0       1
ha_1                     6       6
inv_2                    0       1
clkdlybuf4s50_1          0      44
buf_2                    0       3
xor2_1                   3       3
dlygate4sd2_1            0       2
repair_timing:
item	4_1_cts	5_1_grt
resized	33	0
pin swaps	14	6
setup endpoints to repair	4	2
buffers inserted	0	1
metal layers:
layer | vias to the layer above | GRT usage (%)
li1 | 219 | -
met1 | 210 | 4.92
met2 | 50 | 6.50
met3 | 0 | 8.18
met4 | 0 | 0
met5 | - | 0
Power is estimated from default activity; no workload was simulated.
